==> flow/design.v <==
`timescale 1ns / 1ps
module CicFilter
#(
	parameter N = 2,	 
	parameter M = 1,	 
	parameter InDataWidth	=	14,
	parameter OutDataWidth	=	28,
	parameter DecimCntWidth	=	7
)
(
	input Clk_i,
	input Rst_i,
	input [2:0]	DecimFactor_i,
	input [InDataWidth-1:0] Data_i,
	input DataNd_i,
	output [OutDataWidth-1:0] Data_o,
	output DataValid_o
);
	localparam	ExtendBitNum	=	OutDataWidth-InDataWidth;
	wire	[OutDataWidth-1:0]	adcExtData	=	{{ExtendBitNum{Data_i[InDataWidth-1]}},Data_i};
	wire	[OutDataWidth-1:0]	inData	[N-1:0];
	wire	[OutDataWidth-1:0]	intFilteredData	[N-1:0];
	wire	intFilteredDataValid	[N-1:0];
	wire	intDataVal	[N-1:0];
	wire	[OutDataWidth-1:0]	decimIntData;
	wire	decimIntDataValid;
	wire	[OutDataWidth-1:0]	combFilteredData	[N-1:0];
	wire	[OutDataWidth-1:0]	combInData	[N-1:0];
	wire	combDataVal	[N-1:0];
	wire	combFilteredDataVal	[N-1:0];
	assign	Data_o	=	combFilteredData[N-1];
	assign	DataValid_o	=	combFilteredDataVal[N-1];
genvar i,j;
generate 
	for (i=0; i<N; i=i+1)	begin: IntFilterGen
		assign	inData	[i]		=	(i==0)?adcExtData:intFilteredData[i-1];
		assign	intDataVal[i]	=	(i==0)?DataNd_i:intFilteredDataValid[i-1];
		IntFilterBlock 
		#(	
			.OutDataWidth	(OutDataWidth)
		)
		IntFilterBlock
		(
			.Clk_i			(Clk_i),
			.Rst_i			(Rst_i),
			.Data_i			(inData[i]),
			.DataNd_i		(intDataVal[i]),
			.Data_o			(intFilteredData[i]),
			.DataValid_o	(intFilteredDataValid[i])
		);
	end	
	DecimBlock
	#(	
		.OutDataWidth	(OutDataWidth),
		.DecimCntWidth	(DecimCntWidth)
	)
	DecimBlock
	(
		.Clk_i			(Clk_i),
		.Rst_i			(Rst_i),
		.DecimFactor_i	(DecimFactor_i),
		.Data_i			(intFilteredData[N-1]),
		.DataVal_i		(intFilteredDataValid[N-1]),
		.Data_o			(decimIntData),
		.DataVal_o		(decimIntDataValid)
	);
	for (j=0; j<N; j=j+1)	begin: CombFilterGen
		assign	combInData	[j]	=	(j==0)?decimIntData:combFilteredData[j-1];
		assign	combDataVal	[j]	=	(j==0)?decimIntDataValid:combFilteredDataVal[j-1];
		CombFilterBlock 
		#(	
			.M(M),
			.OutDataWidth	(OutDataWidth)
		)
		CombFilterBlock
		(
			.Clk_i			(Clk_i),
			.Rst_i			(Rst_i),
			.Data_i			(combInData[j]),
			.DataNd_i		(combDataVal[j]),
			.Data_o			(combFilteredData[j]),
			.DataValid_o	(combFilteredDataVal[j])
		);
	end
endgenerate
endmodule
`timescale 1ns / 1ps
module CombFilterBlock 
#(
	parameter	M=4,
	parameter	OutDataWidth	=	18
)
(
	input Clk_i,
	input Rst_i,
	input [OutDataWidth-1:0] Data_i,
	input DataNd_i,
	output [OutDataWidth-1:0] Data_o,
	output DataValid_o
);
	reg signed	[OutDataWidth-1:0] sumResult;
	reg	dataValid;
	reg	signed	[OutDataWidth-1:0] delData [M-1:0];
	assign Data_o = sumResult;
	assign DataValid_o = dataValid;
	genvar i;
	generate 
		for (i=0; i<M; i=i+1) begin: DelayGen
			always @(posedge Clk_i) begin
				if (i==0) begin
					delData [i] <= Data_i;
				end	else	begin
					delData [i] <= delData[i-1];
				end
			end
		end
	endgenerate 
	always @(posedge Clk_i or posedge Rst_i) begin
		if (Rst_i) begin
			sumResult <= {OutDataWidth{1'b0}};
			dataValid <= 1'b0;
		end else begin
			if (DataNd_i) begin
				sumResult <= Data_i-delData[M-1];
				dataValid <= 1'b1;
			end else begin
				dataValid <= 1'b0;
			end
		end
	end
endmodule
`timescale 1ns / 1ps
module DecimBlock
#(	
	parameter OutDataWidth = 18,
	parameter DecimCntWidth = 7
)
(
	input Clk_i,
	input Rst_i,
	input [2:0]	DecimFactor_i,
	input [OutDataWidth-1:0] Data_i,
	input DataVal_i,
	output [OutDataWidth-1:0] Data_o,
	output DataVal_o
);
	reg [DecimCntWidth-1:0] decimCnt;
	reg [2:0] decimFactor;
	assign Data_o = Data_i;
	assign DataVal_o = DataVal_i? (decimCnt == 0):1'b0;
	always	@(posedge Clk_i or posedge Rst_i)	begin
		if	(Rst_i) begin
			decimFactor <= 3'd1;
		end else begin
			if (DecimFactor_i <= 3'd1)	begin
				decimFactor <= 3'd1;
			end else begin
				decimFactor <= DecimFactor_i;
			end
		end
	end
	always @(posedge Clk_i or posedge Rst_i) begin
		if (Rst_i) begin
			decimCnt <= {DecimCntWidth{1'b0}};
		end else begin
			if (DataVal_i) begin
				if (decimCnt == decimFactor-1) begin
					decimCnt <= {DecimCntWidth{1'b0}};
				end else begin
					decimCnt <= decimCnt+7'd1;
				end
			end else begin
				decimCnt <= {DecimCntWidth{1'b0}};
			end
		end
	end
endmodule
`timescale 1ns / 1ps
module IntFilterBlock 
#(	
	parameter OutDataWidth = 18
)
(
	input Clk_i,
	input Rst_i,
	input [OutDataWidth-1:0] Data_i,
	input DataNd_i,
	output [OutDataWidth-1:0] Data_o,
	output DataValid_o
);
	reg [OutDataWidth-1:0] outAcc;
	reg outVal;
	assign Data_o = outAcc;
	assign DataValid_o = outVal;
	always @(posedge Clk_i or posedge Rst_i) begin
		if (Rst_i) begin
			outAcc <= {OutDataWidth{1'b0}};
		end else begin
			if (DataNd_i) begin
				outAcc <= outAcc+Data_i;
				outVal <= 1'b1;
			end else begin
				outAcc <= {OutDataWidth{1'b0}};
				outVal <= 1'b0;
			end 
		end
	end
endmodule
==> flow/constraint.sdc <==
current_design CicFilter

set clk_period 9.6
set clk_io_pct 0.2

create_clock -name clk0 -period $clk_period [get_ports {Clk_i}]

set non_clock_inputs [all_inputs -no_clocks]
set_input_delay [expr $clk_period * $clk_io_pct] -clock clk0 $non_clock_inputs
set_output_delay [expr $clk_period * $clk_io_pct] -clock clk0 [all_outputs]
==> flow/run.sh <==
#!/bin/bash
# OpenROAD 26Q1-2900-gdf79404cd8, Yosys 0.63+post, stock flow scripts
make -C /OpenROAD-flow-scripts/flow DESIGN_CONFIG=/design/flow/config.mk WORK_HOME=/design/flow/orfs finish
==> flow/config.mk <==
export PLATFORM = sky130hd
export DESIGN_NAME = CicFilter
export DESIGN_NICKNAME = CicFilter
export VERILOG_FILES = /design/flow/design.v
export SDC_FILE = /design/flow/constraint.sdc
export NUM_CORES = 4
export LEC_CHECK = 1
export CORE_UTILIZATION = 50
==> ci_impl_report.md <==
### Flow metrics

| Metric | Value |
|---|---|
| Fill count | 1857 |
| Layout cells sized above 1 | 0.0588 |
| Initial antenna violation count | 0 |
| Setup Total Neg Slack | 0 ns |
| Number of flops mapped to enable cells by yosys | 2 |
| DRC viols | 0 |
| Ys cells | 1155 |
| Critical Path AT | 4.78 ns |
| Vias | 7668 |
| Placed wire-length estimate | 14.5 mm |
| Clock buffer count from CTS | 17 |
| Detailed Route Iter0 Violations | 240 |
| Clk slew on worst S/H paths | 0.07 ns |
| Most numerous logic cell after layout | dfrtp_1 |
| Total of max-cap violations | 0 |
| Die area | 22500 sq um |
| Mapped Area | 10900 sq um |
| Drt wl/cell | 12.8 um |
| CP max stage delay | 0.43 ns |
| Crit share post-route | 0.465 |
| Number of global-route vias before repair | 7122 |
| Max-slew violation count | 0 |
| Worst hold slack | 0.401 ns |
| CTS Hold Bufs | 0 |
| Setup slack on the worst flop-to-flop path | 6.21 ns |
| Cell row count | 53 |
| Final wirelength | 18.9 mm |
| H-Tree Depth | 4 |
| Crit. path cell count | 12 |
| Worst path required time | 9.91 ns |
| WS Path Type | in -> reg |
| Rel. slew slack | 0.413 |
| Largest net degree at the start of global routing | 59 |
| # IOs | 49 |
| Worst-Skew Late Latency | 0.43 ns |
| Average size of a mapped cell | 9.47 sq um |
| Most instantiated logic cells after routing | dfrtp_1, ha_1, a21oi_1, inv_1, nand2_1 |
| Clk_skew | 0.0158 ns |
| OpenROAD warning count | 26 |
| # resized after CTS | 0 |
| Outcome | completed |
| CP Capture Type | flop |
| Ys Warns | 5 |
| CP delay by family, top | AND-OR/OR-AND gates |
| CTS root buf | clkbuf_16 |
| FP Util | 0.515 |
| Ys flops | 182 |
| Hold-critical path depth | 0 |
| Fmax | 224 MHz |
| Synth Flop Type | dfrtp_1 |
| Sequential fraction of the synthesis area | 0.392 |
| All-Layer GR Usage | 0.185 |
| Final antenna-violating net count | 0 |
| Ant. Diodes | 0 |
| Worst hold path type | reg -> reg |
| Startpoint types | input pin |
| Unrepaired setup endpoints after global routing | no |
| # port buffers | 48 |
| Leakage | 5.83 nW |
| CTS sink cnt | 182 |
| Core area | 21200 sq um |
| Vias/cell | 5.17 |
| Crit-path cells | clkdlybuf4s50_1 > ha_1 > fa_1 > a211o_1 > a21oi_1 > o2111ai_1 > a21oi_1 > nor3b_1 > o21ai_1 > nor2b_1 > o21ai_1 > mux2i_1 |
| Synthesized instance count | 1155 |
| CTS tree | yes |
| Maximum root-to-sink buffer count | 2 |
| DRT Pass-1 Iters | 5 |
| Crit-path slowest cell | fa_1 |
| Setup repair bufs after CTS | 0 |
| Die height | 150 um |
| GR Overflow Total | 0 |
| Overall die width | 150 um |
| R2R cell count | 11 |
| Endpoints failing setup | 0 |
| First-pass GRT wire length | 33.1 mm |
| P per Cell Area | 401 nW/um^2 |
| Asr flop ratio synth | 0.681 |
| Post-layout min period | 4.47 ns |
| Worst Path Buf+Inv | 1 |
| YS chip area | 10900 sq um |
| Synth cell types | 74 |
| Layout overhead on the synthesized area | 12.2% |
| Final hold violations | 0 |
| Worst-margin pin slew | 0.880 ns |
| Critical Path Fanout Max | 4 |
| GP Congestion | 0.918 |
| Maximum vdd drop | 0.144 mV |
==> layer usage <==
layer	vias up	track usage	wire length, um
met4	0	0.0283	303
met2	92	0.275	7830
met3	16	0.0205	417
met1	3392	0.304	10400
li1	4168	-	-
met5	-	0	0
==> cell type report <==
| class | instances | area [sq um] | share of cell area |
|---|---|---|---|
| Multi-Input combinational cell | 855 | 6210 | 0.506 |
| Inverter | 86 | 325 | 0.0265 |
| Clock buffer | 20 | 457 | 0.0372 |
| Tap cell | 275 | 344 | 0.0280 |
| Sequential cell | 182 | 4290 | 0.349 |
| Timing Repair Buffer | 53 | 518 | 0.0422 |
| Clock inverter | 12 | 139 | 0.0113 |
==> sequential cells by signal, indices dropped and copies added (netlist names) <==
signal and count:
CombFilterGen.CombFilterBlock.dataValid 2, CombFilterGen.CombFilterBlock.delData 56, CombFilterGen.CombFilterBlock.sumResult 56, DecimBlock.decimCnt 7, DecimBlock.decimFactor 3, IntFilterGen.IntFilterBlock.outAcc 56, IntFilterGen.IntFilterBlock.outVal 2
==> metrics by stage <==
stage,std cells,total power [mW],util,instance area (sq um),worst slack [ns]
detailed placement,1451,4.24,0.550,11700,4.62
global placement,1451,4.22,0.550,11700,4.66
floorplan,1155,3.62,-,10900,4.33
finish,1483,4.92,0.578,12300,5.13
global route,1483,5.43,0.578,12300,4.91
CTS,1483,4.96,0.578,12300,5.08
==> logic make-up after synthesis <==
family          count (synthesis)  share of synthesized area
compound gates                316                      0.184
simple gates                  295                      0.139
flops                         182                      0.392
fa+ha+maj                     115                      0.134
xor+xnor                       98                     0.0785
mux                            31                     0.0315
buf+inv                       118                     0.0406
==> power breakdown <==
group	switching (mW)	leakage (nW)	internal [mW]
combinational	1.50	3.50	1.43
sequential	0.194	2.04	1.10
clock	0.294	0.292	0.401
total	1.99	5.83	2.93
==> synth_stat cells, types with 18 or more instances <==
cell,number,share of area
a21o_1,49,0.034
a21oi_1,95,0.043
and2_1,54,0.031
clkbuf_1,29,0.010
dfrtp_1,123,0.28
dfxtp_1,56,0.10
ha_1,111,0.13
inv_1,85,0.029
mux2_2,23,0.024
nand2_1,81,0.028
nand3_1,22,0.010
nor2_1,48,0.016
o21a_1,18,0.012
o21ai_0,49,0.022
o21ai_1,25,0.011
xnor2_1,64,0.051
xor2_1,34,0.027
==> path summary, 6_finish.rpt <==
path	startpoint	to
max	Data_i[0]	IntFilterGen[0].IntFilterBlock.outAcc[26]$_DFF_PP0_
min	CombFilterGen[0].CombFilterBlock.sumResult[16]$_DFFE_PP0P_	CombFilterGen[1].CombFilterBlock.delData[0][16]$_DFF_P_
max reg2reg	IntFilterGen[0].IntFilterBlock.outAcc[0]$_DFF_PP0_	IntFilterGen[1].IntFilterBlock.outAcc[26]$_DFF_PP0_
min reg2reg	CombFilterGen[0].CombFilterBlock.sumResult[16]$_DFFE_PP0P_	CombFilterGen[1].CombFilterBlock.delData[0][16]$_DFF_P_
max in group asynchronous	Rst_i	CombFilterGen[0].CombFilterBlock.sumResult[18]$_DFFE_PP0P_
min in group asynchronous	Rst_i	CombFilterGen[1].CombFilterBlock.sumResult[1]$_DFFE_PP0P_
No activity file was given, so power comes from the tool's default toggle rates.
